==> flow/run.sh <==
#!/bin/bash
# OpenROAD 26Q1-2900-gdf79404cd8, Yosys 0.63+post, stock flow scripts
make -C /OpenROAD-flow-scripts/flow DESIGN_CONFIG=/design/flow/config.mk WORK_HOME=/design/flow/orfs finish
==> flow/constraint.sdc <==
current_design double_dabble

set clk_period 7.0
set clk_io_pct 0.2

create_clock -name clk0 -period $clk_period

set non_clock_inputs [all_inputs -no_clocks]
set_input_delay [expr $clk_period * $clk_io_pct] -clock clk0 $non_clock_inputs
set_output_delay [expr $clk_period * $clk_io_pct] -clock clk0 [all_outputs]
==> flow/config.mk <==
export PLATFORM = sky130hd
export DESIGN_NAME = double_dabble
export DESIGN_NICKNAME = double_dabble
export VERILOG_FILES = /design/flow/design.v
export SDC_FILE = /design/flow/constraint.sdc
export NUM_CORES = 4
export LEC_CHECK = 1
export CORE_AREA = 10 10 70 70
export DIE_AREA = 0 0 80 80
==> flow/design.v <==
module double_dabble(input_bin, output_bin);
  input [7:0] input_bin;
  output reg [11:0] output_bin;
  reg [3:0] i;
  always@(input_bin) begin
   output_bin = 0;
    for(i=0;i<8;i=i+1)begin
      output_bin = {output_bin[10:0],input_bin[7-i]};
      if(output_bin[3:0]>4 && i<7)
        output_bin[3:0] = output_bin[3:0]+3;
      if(output_bin[7:4]>4 && i<7)
        output_bin[7:4] = output_bin[7:4]+3;
      if(output_bin[11:8]>4 && i<7)
        output_bin[11:8] = output_bin[11:8]+3;
    end
  end
endmodule
module double_dabble_tb;
  reg [7:0] input_bin;
  wire [11:0] output_bin;
  double_dabble DD(input_bin, output_bin);
  initial $monitor($time," output_bin = %b input_bin = %b",output_bin,input_bin);
  initial begin
    input_bin = 8'b11110011;
    #10; 
  end
  initial begin
    $dumpfile("dump.vcd");
    $dumpvars;
  end
endmodule
==> Flow_metrics.wiki <==
=== Physical design figures ===
{| class="wikitable"
! Metric !! Value
|-
| Warnings from Yosys || 1
|-
| Growth of design area from synthesis to finish || 29.2%
|-
| Cell Pwr Density || 114 nW/um2
|-
| Cell type with the largest total area after synthesis || sky130_fd_sc_hd__ha_1
|-
| Core Util at FP || 0.313
|-
| Tally of clock buffers in the finished layout || 0
|-
| Via count of the first global-routing pass || 928
|-
| Largest net degree at the start of global routing || 16
|-
| Number of different library cells in the post-synthesis netlist || 59
|-
| Setup_tns || 0 ns
|-
| Top area cell types || sky130_fd_sc_hd__ha_1, sky130_fd_sc_hd__a21oi_1, sky130_fd_sc_hd__o21ai_0
|-
| Cell with the most instances after synthesis || sky130_fd_sc_hd__inv_1
|-
| Average cell area after synthesis || 6.98 um2
|-
| Arrival time reported for the critical path endpoint || 5.37 ns
|-
| Critical Path Sink Type || output pin
|-
| Path type of the worst setup path || in2out
|-
| Worst path cell trace || clkdlybuf4s50_1, inv_1, ha_1, buf_4, ha_1, buf_4, nor2b_1, nand2_1, a21oi_1, or4_4, and2_4, o21bai_2, xnor2_2, ha_2, inv_1, or3_1, o311a_1, o21ai_1, clkdlybuf4s50_1
|-
| Maximum fanout count along the critical path || 15
|-
| Die W || 80 um
|-
| Number of nets with antenna violations after routing || 0
|-
| I/O pin count || 20
|-
| Placed wire-length estimate || 2180 um
|-
| Critical path's top delay family || buffers and inverters
|-
| Crit path to || output_bin[3]
|-
| DR vias/cell || 5.20
|-
| Final design area excluding fillers || 1380 um2
|-
| DR pass1 iterations || 4
|-
| Setup slack after layout || 0.229 ns
|-
| Post-layout period usage || 0.967
|-
| Slowest cell on crit path || sky130_fd_sc_hd__clkdlybuf4s50_1
|-
| Synthesized area || 1070 um2
|-
| Worst path required time || 5.60 ns
|-
| Result of the run || completed
|-
| DRC violations left || 0
|-
| Fraction of final layout cells sized beyond drive strength 1 || 0.221
|-
| Post-CTS Hold Fix Bufs || 0
|-
| Top cells by count, synth || sky130_fd_sc_hd__inv_1, sky130_fd_sc_hd__a21oi_1, sky130_fd_sc_hd__o21ai_0
|-
| Sequential standard cell area || 0 um2
|-
| Register area share after synthesis || 0
|-
| Post-Syn Instances || 153
|-
| Number of cells in Yosys stat || 153
|-
| Number of antenna repair diodes || 0
|-
| Area of the placeable core || between 3000 and 4000 um2
|-
| Vias after detailed routing || between 1,000 and 1,500
|-
| Area share of the largest cell type after synthesis || 0.117
|-
| Site row count || 21
|-
| Number of DRC markers after the initial detailed-route iteration || 65
|-
| Category of the worst setup path launch point || input port
|-
| Startpoint of the most critical setup path || input_bin[5]
|-
| First-pass GRT wire length || 4250 um
|-
| Average wire per standard cell || ~12 um
|-
| Standby leakage power || 0.554 nW
|-
| Final Wtd Congestion || 0.938
|-
| Hold Crit Class || in2out
|-
| Maximum resistive drop on vdd || 0.0325 mV
|-
| Remaining global-route overflow || 0
|-
| Depth of the critical timing path with buffers and inverters included || 19
|-
| Final critical-path required period || 6.77 ns
|-
| Initial antenna violation count || 0
|-
| Number of sequential cells || 0
|-
| Power Total || 157 uW
|-
| Total routing resource utilization after global routing || 0.0761
|-
| Worst setup timing slack at the placement stage || -0.0909 ns
|-
| Worst hold slack across all endpoints || between 2 and 3 ns
|-
| Count of buffering cells on the critical path with inverters included || 6
|-
| Final max-slew violation count || 0
|-
| Die footprint || 6400 um2
|-
| Logic area || 1000 um2
|-
| Cell area after placement || 1310 um2
|-
| Port bufs || 16
|-
| Vertical die dimension || 80 um
|-
| Total of endpoints with negative setup slack in the final report || 0
|-
| Total count of hold-check failures in the final report || 0
|-
| Yosys-reported design area after synthesis || 1070 um2
|-
| Count of maximum capacitance violations || 0
|-
| Number of warning messages in the logs || 38
|-
| Filler Cells Inserted || 355
|-
| Top achievable clock speed || 0.148 GHz
|-
| Slowest stage delay, CP || ~0.47 ns
|-
| Wire length after detailed routing || 2700 um
|}
[power by group]
group,switching (mW),internal (mW),leakage [nW]
combinational,0.0718,0.0850,0.554
sequential,0,0,0
clock,0,0,0
[how the worst min path moves through the flow]
| stage | start | to | slack (ns) | cells after the start |
|---|---|---|---|---|
| 4_1_cts | input_bin[0] | output_bin[0] | 2.80 | 0 |
| 6_report | input_bin[0] | output_bin[0] | 2.80 | 0 |
| 5_1_grt | input_bin[0] | output_bin[0] | 2.80 | 0 |
[per-stage QoR]
step,util,instances
6_report,0.404,218
5_1_grt,0.404,218
4_1_cts,0.385,216
3_5_place_dp,0.383,216
3_3_place_gp,0.383,216
2_1_floorplan,-,154
[layer usage]
layer  GRT usage  wire, um
met3     0.00114        72
met5           0         0
met1       0.115      1410
met4           0         0
met2       0.124      1220
[kinds of logic (layout without fill, tap and decap cells)]
logic type | Yosys count | after routing | synth area share
simple gates | 47 | 47 | 0.252
mux | 6 | 6 | 0.0644
compound gates | 54 | 54 | 0.355
buf+inv | 26 | 44 | 0.121
fa+ha+maj | 10 | 10 | 0.117
other cells | 1 | 2 | 0.00351
xor+xnor | 9 | 9 | 0.0878
[cells in the final DEF (no fill, tap or decap), types with 2 or more instances in the layout]
master                            count
sky130_fd_sc_hd__conb_1               2
sky130_fd_sc_hd__inv_1               13
sky130_fd_sc_hd__nand2b_1             2
sky130_fd_sc_hd__o22ai_1              2
sky130_fd_sc_hd__clkdlybuf4s50_1     16
sky130_fd_sc_hd__a211o_1              2
sky130_fd_sc_hd__ha_1                 8
sky130_fd_sc_hd__buf_4               15
sky130_fd_sc_hd__and3_1               2
sky130_fd_sc_hd__a21oi_2              2
sky130_fd_sc_hd__mux2i_1              4
sky130_fd_sc_hd__xnor2_1              3
sky130_fd_sc_hd__nand3_1              6
sky130_fd_sc_hd__nor2_1               6
sky130_fd_sc_hd__a211oi_1             3
sky130_fd_sc_hd__o221ai_1             2
sky130_fd_sc_hd__xnor2_2              2
sky130_fd_sc_hd__a31oi_1              3
sky130_fd_sc_hd__a21oi_1             11
sky130_fd_sc_hd__xor2_1               3
sky130_fd_sc_hd__a311oi_1             2
sky130_fd_sc_hd__nand2_1              9
sky130_fd_sc_hd__o21ai_0             11
sky130_fd_sc_hd__nor3_1               5
[layout make-up]
type	count	share of cell area
well taps	46	0.0417
inverters	13	0.0354
multi-input cells	128	0.725
repair buffers	31	0.198
[what timing repair did]
item / 4_1_cts / 5_1_grt
pin swaps: 0 / 1
gates resized: 2 / 8
buffers inserted: 0 / 2
endpoints found under the setup margin: 1 / 7
Power is estimated from default activity; no workload was simulated.
